==> /design/flow/config.mk <==
export PLATFORM = sky130hd
export DESIGN_NAME = bit4_ripple_carry_adder
export DESIGN_NICKNAME = bit4_ripple_carry_adder
export VERILOG_FILES = /design/flow/design.v
export SDC_FILE = /design/flow/constraint.sdc
export NUM_CORES = 4
export LEC_CHECK = 1
export CORE_AREA = 10 10 70 70
export DIE_AREA = 0 0 80 80
==> /design/flow/constraint.sdc <==
current_design bit4_ripple_carry_adder

set clk_period 5.1
set clk_io_pct 0.2

create_clock -name clk0 -period $clk_period

set non_clock_inputs [all_inputs -no_clocks]
set_input_delay [expr $clk_period * $clk_io_pct] -clock clk0 $non_clock_inputs
set_output_delay [expr $clk_period * $clk_io_pct] -clock clk0 [all_outputs]
==> /design/flow/design.v <==
module bit4_ripple_carry_adder(SW, LEDR);
	input [8:0]SW; 	 
	output [9:0]LEDR;  
	wire c1, c2, c3; 	 
	full_adder a1(SW[0], SW[4], SW[8], LEDR[0], c1);			 
	full_adder a2(SW[1], SW[5], c1, LEDR[1], c2);
	full_adder a3(SW[2], SW[6], c2, LEDR[2], c3);
	full_adder a4(SW[3], SW[7], c3, LEDR[3], LEDR[9]);
endmodule
module  full_adder(a, b, cin, s, cout);
	input a, b, cin;
	output s, cout;
	assign s = (cin^a^b) | (cin&a&b);			 
	assign cout = (b&a) | (cin&b) | (cin&a);	 
endmodule 
==> /design/flow/run.sh <==
#!/bin/bash
# OpenROAD 26Q1-2900-gdf79404cd8, Yosys 0.63+post, stock flow scripts
make -C /OpenROAD-flow-scripts/flow DESIGN_CONFIG=/design/flow/config.mk WORK_HOME=/design/flow/orfs finish
==> run summary <==
run metrics: final setup TNS=0 ns, RD Place Congestion=0.820, ys cells=25, routed vias/inst=between 1.5 and 2, area leader, netlist=fa_1, DRT Pass-1 Iters=1, I/O pin count=19, WP data required=around 4.1 ns, Cells after Synth=25, Avg Cell Area, Syn=~7.9 µm², worst hold path class=input port to output port, Max Cap Violations=0, Overflow after GRT=0, MUX area fraction=0, register area=0 µm², GR Util met1=0.0193, die span in y=80 µm, met2 usage=0.0265, starting DRC count in detailed routing=0, cell area power density=83.6 nW/µm², top cells by area=fa_1 41%, buf_4 38%, inv_1 19%, Setup WS pre-CTS=between 0.5 and 0.6 ns, Final HPWL DP=498 µm, xor+xnor area frac=0, FP Core Util=0.0575, antenna viol nets, final=0, post-synth area from yosys stat=196 µm², cycle use final=0.883, RSZ-0062 raised after global routing=no, Yosys warning count=5, area of the mapped netlist=196 µm², OpenROAD warnings=32, Yosys top cell area share=0.408, clock buf count=0, comb area leader=buffers and inverters, vias in the first global route=~170, largest fanout on the critical path=1, Flops=0, non-filler cells, final=79, dpl cells=just under 80, antenna violations before repair=0, PortBufs=14, Tot Pwr=between 20 and 30 µW, overall routing resource usage=0.0153, GR met3 Demand/Resource=0.00455, Rows=21, first-pass GRT wire length=about 810 µm, Chip Footprint=about 6400 µm², Max Freq=about 220 MHz, # DRC=0, Seq/Total Area, Yosys=0, Diodes inserted=0, WS Path Type=input port to output port, worst setup margin=0.595 ns, status=finished, final reports clean, vias after detailed routing=135, Post-CTS Hold Buffers=0, final setup fails=0, Final Hold Viols=0, CP Capture Type=output port, final instance area=334 µm², VDD IR-drop max=a little under 0.02 mV, total core area=3420 µm², Die W=80 µm, Synth Area in Compound Gates=0, Arrival @ worst endpoint=about 3.5 ns, Layout area overhead=70.1%, post-DR wirelength/cell=between 6 and 7 µm, Max Slew Vio Count=0, post-synth cell types=4, Top cell excl fill/tap=clkdlybuf4s50_1, layout cell share with drive strength beyond 1=0, simple share=0, Leak=0.000153 µW, Placed Instance Area=334 µm², post_cts resized=0, GR peak layer=met2, largest net degree at the start of global routing=2, Routed WL=around 500 µm, most frequent cells in the layout=14 x clkdlybuf4s50_1, 10 x inv_1, 5 x conb_1, post-CTS setup buffer count=0, shortest period the worst path allows=4.51 ns, Adder Share, Synth=0.408, CP startpoint kind=input port
-- metrics by stage --
stage	utilization	hold slack, ns
global route	0.0978	3.16
global placement	0.0978	3.09
detailed placement	0.0978	3.10
finish	0.0978	3.10
CTS	0.0978	3.11
floorplan	-	2.26
-- final timing paths --
path,from,end,cells after the start
setup / recovery,SW[0],LEDR[3],10
hold / removal,SW[7],LEDR[9],5
-- layout make-up --
type	count	area, µm²
inverters	10	37.5
fillers	414	3080
repair buffers	14	140
well taps	46	57.6
multi-input cells	9	98.8
-- worst max-delay path: stages --
cell,delay [ns]
clkdlybuf4s50_1,0.40
inv_1,0.08
fa_1,0.16
inv_1,0.05
fa_1,0.39
fa_1,0.38
inv_1,0.07
fa_1,0.40
inv_1,0.06
clkdlybuf4s50_1,0.48
-- cells in the mapped netlist --
library cell / number
inv_1: 10
fa_1: 4
buf_4: 10
conb_1: 1
-- power by group --
part           switching (µW)  total (µW)  internal (µW)
logic                    7.84        27.9           20.1
registers                   0           0              0
clock network               0           0              0
total                    7.84        27.9           20.1
-- cell families (layout without fill, tap and decap cells) --
kind of cell / Yosys count / in the layout
fa+ha+maj: 4 / 4
buf+inv: 20 / 24
other cells: 1 / 5
-- layer usage --
| layer | wire length, µm | up-vias |
|---|---|---|
| met5 | 0 | - |
| met4 | 0 | 0 |
| met3 | 69 | 0 |
| met2 | 194 | 13 |
| met1 | 240 | 57 |
| li1 | - | 65 |
Power and IR drop assume default switching activity.
