===== /design/flow/config.mk =====
export PLATFORM = sky130hd
export DESIGN_NAME = HEX_DISPLAY
export DESIGN_NICKNAME = HEX_DISPLAY
export VERILOG_FILES = /design/flow/design.v
export SDC_FILE = /design/flow/constraint.sdc
export NUM_CORES = 4
export LEC_CHECK = 1
export CORE_AREA = 10 10 70 70
export DIE_AREA = 0 0 80 80

===== /design/flow/constraint.sdc =====
current_design HEX_DISPLAY

set clk_period 1.1
set clk_io_pct 0.2

create_clock -name clk0 -period $clk_period

set non_clock_inputs [all_inputs -no_clocks]
set_input_delay [expr $clk_period * $clk_io_pct] -clock clk0 $non_clock_inputs
set_output_delay [expr $clk_period * $clk_io_pct] -clock clk0 [all_outputs]

===== /design/flow/design.v =====
module HEX_DISPLAY(HEX0, SW);	 
	input [3:0]SW;
	output [6:0]HEX0;
	assign HEX0[0] = (~SW[3]&~SW[2]&~SW[1]&SW[0])|(~SW[3]&SW[2]&~SW[1]&~SW[0])|(SW[3]&~SW[2]&SW[1]&SW[0])|(SW[3]&SW[2]&~SW[1]&~SW[0])|(SW[3]&SW[2]&~SW[1]&SW[0]);
	assign HEX0[1] = (~SW[3]&SW[2]&~SW[1]&SW[0])|(~SW[3]&SW[2]&SW[1]&~SW[0])|(SW[3]&~SW[2]&SW[1]&SW[0])|(SW[3]&SW[2]&~SW[1]&~SW[0])|(SW[3]&SW[2]&SW[1]&SW[0]);
	assign HEX0[2] = (~SW[3]&~SW[2]&SW[1]&~SW[0])|(SW[3]&SW[2]&~SW[1]&~SW[0])|(SW[3]&SW[2]&SW[1]&~SW[0])|(SW[3]&SW[2]&SW[1]&SW[0]);
	assign HEX0[3] = (~SW[3]&~SW[2]&~SW[1]&SW[0])|(~SW[3]&SW[2]&~SW[1]&~SW[0])|(~SW[3]&SW[2]&SW[1]&SW[0])|(SW[3]&~SW[2]&~SW[1]&SW[0])|(SW[3]&~SW[2]&SW[1]&~SW[0])|(SW[3]&SW[2]&SW[1]&SW[0]);
	assign HEX0[4] = (~SW[3]&~SW[2]&~SW[1]&SW[0])|(~SW[3]&~SW[2]&SW[1]&SW[0])|(~SW[3]&SW[2]&~SW[1]&~SW[0])|(~SW[3]&SW[2]&~SW[1]&SW[0])|(~SW[3]&SW[2]&SW[1]&SW[0])|(SW[3]&~SW[2]&~SW[1]&SW[0]);
	assign HEX0[5] = (~SW[3]&~SW[2]&~SW[1]&SW[0])|(~SW[3]&~SW[2]&SW[1]&~SW[0])|(~SW[3]&~SW[2]&SW[1]&SW[0])|(~SW[3]&SW[2]&SW[1]&SW[0])|(SW[3]&SW[2]&~SW[1]&~SW[0])|(SW[3]&SW[2]&~SW[1]&SW[0]);
	assign HEX0[6] = (~SW[3]&~SW[2]&~SW[1]&~SW[0])|(~SW[3]&~SW[2]&~SW[1]&SW[0])|(~SW[3]&SW[2]&SW[1]&SW[0]);
endmodule

===== /design/flow/run.sh =====
#!/bin/bash
# OpenROAD 26Q1-2900-gdf79404cd8, Yosys 0.63+post, stock flow scripts
make -C /OpenROAD-flow-scripts/flow DESIGN_CONFIG=/design/flow/config.mk WORK_HOME=/design/flow/orfs finish

==> job_summary.md <==
## PnR job results

| Metric | Value |
|---|---|
| Outcome | finished with violations |
| Failing checks | negative setup slack |
| DR pass1 iterations | 2 |
| Die Wd | 80 um |
| Syn Inst Count | 29 |
| CP required | 880 ps |
| P_int | 130.1 uW |
| Pre-CTS setup slack | -1033 ps |
| Netlist cell types | 21 |
| Die height | 80 um |
| Leading area contributor after synthesis | buf_6 |
| Tcrit/Tclk final | 112.6% |
| Yosys stat cell total | 29 |
| Global route total overflow | 0 |
| Final Wtd Congestion | 0.6530 |
| CLK BUF | 0 |
| Worst hold slack | 718.8 ps |
| Share of power burned in registers | 0% |
| Clock share of power | 0% |
| Tot GR Track Use | 2.979% |
| Row count | 21 |
| Core area | 3416 um2 |
| Setup crit end kind | output pin |
| Power Density | 384.3 nW/um2 |
| Yosys stat chip area | 190.2 um2 |
| Relative slew slack | 84.09% |
| First-pass GRT wire length | 1600 um |
| Inserted Diodes | 0 |
| CP Launch Type | input pin |
| Logic gate share of total power | 100.0% |
| Mean post-synth cell area | 6.558 um2 |
| YS warnings | 0 |
| Routed vias | 291 |
| Synth top area share | 11.84% |
| Top-level port count | 11 |
| Largest net degree at the start of global routing | 10 |
| Worst vdd ir | 0.1064 mV |
| Worst Hold Class | in -> out |
| Iteration-0 DRC Markers | 17 |
| Routed Wire Length | 1033 um |
| FF/Latch Area | 0 um2 |
| # DRC | 0 |
| Share of cells above drive strength 1 | 81.63% |
| Initial antenna violation count | 0 |
| Max-slew violation count | 0 |
| Die area | 6400 um2 |
| Flip-flops | 0 |
| Seq/Total Area, Yosys | 0% |
| Top cells by area | buf_6 (12%), o2bb2ai_1 (9.2%), nor2b_1 (6.6%) |
| Vias in the first global route | 291 |
| Final antenna-violating net count | 0 |
| Net Switching | 88.68 uW |
| Post-Syn Area | 190.2 um2 |
| Switch share | 40.54% |
| Tmin final | 1239 ps |
| PortBufs | 11 |
| Tool warning count | 34 |
| CTS Hold Buffers Added | 0 |
| Pre-Place Util | 5.568% |
| Area growth from synthesis to layout | 199.3% |
| DP HPWL | 670.9 um |
| WL/cell | 10.87 um |
| Max FO, Critical Path | 5 |
| RSZ-0062 raised after global routing | yes |
| FMAX | 0.8074 GHz |
| Via/cell ratio | 3.063 |
| Critical path class | in -> out |
| Final setup vio count | 5 |
| LEAKAGE | 0.0002337 uW |
| Setup ws final | -138.5 ps |
| Critical Path AT | 1020 ps |
| Worst-margin pin slew | 238.3 ps |
| Max Cap Violations | 0 |
| Final-report hold violation count | 0 |
-- Yosys cell counts (2+ instances only) --
cell type,count
buf_6,2
inv_1,2
nand2_1,3
nand3_1,2
nor2_1,2
nor2b_1,2
o2bb2ai_1,2
-- layout by cell type (no fill, tap or decap) --
master / count
and3b_1: 1
a21oi_2: 1
xor2_1: 1
o32ai_4: 1
o21ai_2: 2
buf_16: 1
or4_4: 1
buf_6: 4
buf_2: 5
buf_12: 2
nand3_1: 2
buf_4: 7
o2bb2ai_2: 2
nor3_2: 1
nand2_2: 2
nor2_1: 1
xnor2_4: 1
inv_4: 1
inv_2: 1
clkbuf_16: 1
a31oi_1: 1
a211oi_2: 1
o311ai_2: 1
inv_1: 1
dlygate4sd2_1: 1
buf_8: 1
nand2_1: 1
nor2_4: 1
nor2b_4: 2
clkbuf_2: 1
-- cells by family (layout without fill, tap and decap cells) --
| family | count (synthesis) | in the layout | synth area share (%) |
|---|---|---|---|
| and+or+nand+nor | 12 | 12 | 34.87 |
| AOI/OAI and AO/OA | 9 | 9 | 35.53 |
| buffers and inverters | 6 | 26 | 20.39 |
| xor gates and xnor gates | 2 | 2 | 9.212 |
-- power by group through the flow --
stage     Combinational, uW  Clock (uW)  Sequential [uW]
4_1_cts                 191           0                0
5_1_grt                 236           0                0
6_report                219           0                0
-- per-layer routing --
metal | routed length, um | global-route usage (%) | up-vias
li1 | - | - | 148
met1 | 603 | 5.013 | 135
met2 | 394 | 4.013 | 8
met3 | 35 | 0.3409 | 0
met4 | 0 | 0 | 0
met5 | 0 | 0 | -
-- worst max-delay path, stage by stage --
cell	delay (ps)
buf_12	110
or4_4	520
o21ai_2	60
buf_2	110
-- timing repair --
action	4_1_cts	5_1_grt
resized	66	12
gates cloned	1	1
endpoints found under the setup margin	7	7
buffers inserted	0	2
pin swaps	7	4
-- final cells by class --
type                       count  area, um2
tap                           46      57.56
inverter                       3      13.76
multi-input combinational     23      254.0
fill                         388       2846
timing repair buffer          23      244.0
-- worst paths after layout --
check                 cells past startpoint  start      end  slack, ps
worst max-delay path                      4  SW[0]  HEX0[2]       -140
worst min-delay path                      3  SW[1]  HEX0[1]        720
-- metrics by stage --
step	cells	util [%]	area [um2]	total power, uW	setup TNS (ps)
global placement	92	11.65	397.9	145.6	-6883
finish	95	16.67	569.3	218.8	-329.3
floorplan	29	-	190.2	56.34	0
CTS	92	14.73	503.0	190.8	-489.9
detailed placement	92	11.65	397.9	147.6	-6942
global route	95	16.67	569.3	236.0	-574.2
Power figures rest on the tool's default switching activity, not on a simulated workload.
